$ cat ./run.sh
#!/bin/bash
# OpenROAD 26Q1-2900-gdf79404cd8, Yosys 0.63+post, stock flow scripts
make -C /OpenROAD-flow-scripts/flow DESIGN_CONFIG=/design/flow/config.mk WORK_HOME=/design/flow/orfs finish
$ cat ./config.mk
export PLATFORM = sky130hd
export DESIGN_NAME = hexa
export DESIGN_NICKNAME = hexa
export VERILOG_FILES = /design/flow/design.v
export SDC_FILE = /design/flow/constraint.sdc
export NUM_CORES = 4
export LEC_CHECK = 1
export CORE_AREA = 10 10 87 87
export DIE_AREA = 0 0 97 97
$ cat ./constraint.sdc
current_design hexa

set clk_period 2.2
set clk_io_pct 0.2

create_clock -name clk0 -period $clk_period

set non_clock_inputs [all_inputs -no_clocks]
set_input_delay [expr $clk_period * $clk_io_pct] -clock clk0 $non_clock_inputs
set_output_delay [expr $clk_period * $clk_io_pct] -clock clk0 [all_outputs]
$ cat ./design.v
module hexa (
		output wire [6:0] seg1, seg2, seg3, seg4, seg5, seg6,
		output wire [7:0] leds,
		input wire [31:0] binary
);
assign seg1 = (binary[3:0] == 4'b0000) ? 7'b1000000 :  
              (binary[3:0] == 4'b0001) ? 7'b1111001 :  
              (binary[3:0] == 4'b0010) ? 7'b0100100 :  
              (binary[3:0] == 4'b0011) ? 7'b0110000 :  
              (binary[3:0] == 4'b0100) ? 7'b0011001 :  
              (binary[3:0] == 4'b0101) ? 7'b0010010 :  
              (binary[3:0] == 4'b0110) ? 7'b0000010 :  
              (binary[3:0] == 4'b0111) ? 7'b1111000 :  
              (binary[3:0] == 4'b1000) ? 7'b0000000 :  
              (binary[3:0] == 4'b1001) ? 7'b0010000 :  
              (binary[3:0] == 4'b1010) ? 7'b0001000 :  
              (binary[3:0] == 4'b1011) ? 7'b0000011 :  
              (binary[3:0] == 4'b1100) ? 7'b1000110 :  
              (binary[3:0] == 4'b1101) ? 7'b0100001 :  
              (binary[3:0] == 4'b1110) ? 7'b0000110 :  
              (binary[3:0] == 4'b1111) ? 7'b0001110 :  
                                         7'b1111111 ;  
assign seg2 = (binary[7:4] == 4'b0000) ? 7'b1000000 :  
              (binary[7:4] == 4'b0001) ? 7'b1111001 :  
              (binary[7:4] == 4'b0010) ? 7'b0100100 :  
              (binary[7:4] == 4'b0011) ? 7'b0110000 :  
              (binary[7:4] == 4'b0100) ? 7'b0011001 :  
              (binary[7:4] == 4'b0101) ? 7'b0010010 :  
              (binary[7:4] == 4'b0110) ? 7'b0000010 :  
              (binary[7:4] == 4'b0111) ? 7'b1111000 :  
              (binary[7:4] == 4'b1000) ? 7'b0000000 :  
              (binary[7:4] == 4'b1001) ? 7'b0010000 :  
              (binary[7:4] == 4'b1010) ? 7'b0001000 :  
              (binary[7:4] == 4'b1011) ? 7'b0000011 :  
              (binary[7:4] == 4'b1100) ? 7'b1000110 :  
              (binary[7:4] == 4'b1101) ? 7'b0100001 :  
              (binary[7:4] == 4'b1110) ? 7'b0000110 :  
              (binary[7:4] == 4'b1111) ? 7'b0001110 :  
                                         7'b1111111 ;  
assign seg3 = (binary[11:8] == 4'b0000) ? 7'b1000000 :  
              (binary[11:8] == 4'b0001) ? 7'b1111001 :  
              (binary[11:8] == 4'b0010) ? 7'b0100100 :  
              (binary[11:8] == 4'b0011) ? 7'b0110000 :  
              (binary[11:8] == 4'b0100) ? 7'b0011001 :  
              (binary[11:8] == 4'b0101) ? 7'b0010010 :  
              (binary[11:8] == 4'b0110) ? 7'b0000010 :  
              (binary[11:8] == 4'b0111) ? 7'b1111000 :  
              (binary[11:8] == 4'b1000) ? 7'b0000000 :  
              (binary[11:8] == 4'b1001) ? 7'b0010000 :  
              (binary[11:8] == 4'b1010) ? 7'b0001000 :  
              (binary[11:8] == 4'b1011) ? 7'b0000011 :  
              (binary[11:8] == 4'b1100) ? 7'b1000110 :  
              (binary[11:8] == 4'b1101) ? 7'b0100001 :  
              (binary[11:8] == 4'b1110) ? 7'b0000110 :  
              (binary[11:8] == 4'b1111) ? 7'b0001110 :  
                                         7'b1111111 ;  
assign seg4 = (binary[15:12] == 4'b0000) ? 7'b1000000 :  
              (binary[15:12] == 4'b0001) ? 7'b1111001 :  
              (binary[15:12] == 4'b0010) ? 7'b0100100 :  
              (binary[15:12] == 4'b0011) ? 7'b0110000 :  
              (binary[15:12] == 4'b0100) ? 7'b0011001 :  
              (binary[15:12] == 4'b0101) ? 7'b0010010 :  
              (binary[15:12] == 4'b0110) ? 7'b0000010 :  
              (binary[15:12] == 4'b0111) ? 7'b1111000 :  
              (binary[15:12] == 4'b1000) ? 7'b0000000 :  
              (binary[15:12] == 4'b1001) ? 7'b0010000 :  
              (binary[15:12] == 4'b1010) ? 7'b0001000 :  
              (binary[15:12] == 4'b1011) ? 7'b0000011 :  
              (binary[15:12] == 4'b1100) ? 7'b1000110 :  
              (binary[15:12] == 4'b1101) ? 7'b0100001 :  
              (binary[15:12] == 4'b1110) ? 7'b0000110 :  
              (binary[15:12] == 4'b1111) ? 7'b0001110 :  
                                         7'b1111111 ;  
assign seg5 = (binary[19:16] == 4'b0000) ? 7'b1000000 :  
              (binary[19:16] == 4'b0001) ? 7'b1111001 :  
              (binary[19:16] == 4'b0010) ? 7'b0100100 :  
              (binary[19:16] == 4'b0011) ? 7'b0110000 :  
              (binary[19:16] == 4'b0100) ? 7'b0011001 :  
              (binary[19:16] == 4'b0101) ? 7'b0010010 :  
              (binary[19:16] == 4'b0110) ? 7'b0000010 :  
              (binary[19:16] == 4'b0111) ? 7'b1111000 :  
              (binary[19:16] == 4'b1000) ? 7'b0000000 :  
              (binary[19:16] == 4'b1001) ? 7'b0010000 :  
              (binary[19:16] == 4'b1010) ? 7'b0001000 :  
              (binary[19:16] == 4'b1011) ? 7'b0000011 :  
              (binary[19:16] == 4'b1100) ? 7'b1000110 :  
              (binary[19:16] == 4'b1101) ? 7'b0100001 :  
              (binary[19:16] == 4'b1110) ? 7'b0000110 :  
              (binary[19:16] == 4'b1111) ? 7'b0001110 :  
                                         7'b1111111 ;  
assign seg6 = (binary[23:20] == 4'b0000) ? 7'b1000000 :  
              (binary[23:20] == 4'b0001) ? 7'b1111001 :  
              (binary[23:20] == 4'b0010) ? 7'b0100100 :  
              (binary[23:20] == 4'b0011) ? 7'b0110000 :  
              (binary[23:20] == 4'b0100) ? 7'b0011001 :  
              (binary[23:20] == 4'b0101) ? 7'b0010010 :  
              (binary[23:20] == 4'b0110) ? 7'b0000010 :  
              (binary[23:20] == 4'b0111) ? 7'b1111000 :  
              (binary[23:20] == 4'b1000) ? 7'b0000000 :  
              (binary[23:20] == 4'b1001) ? 7'b0010000 :  
              (binary[23:20] == 4'b1010) ? 7'b0001000 :  
              (binary[23:20] == 4'b1011) ? 7'b0000011 :  
              (binary[23:20] == 4'b1100) ? 7'b1000110 :  
              (binary[23:20] == 4'b1101) ? 7'b0100001 :  
              (binary[23:20] == 4'b1110) ? 7'b0000110 :  
              (binary[23:20] == 4'b1111) ? 7'b0001110 :  
                                         7'b1111111 ;  
assign leds = binary[31:24];
endmodule
==> impl_metrics.tcl <==
# place-and-route summary
set metrics [dict create \
    status "finished, final reports clean" \
    largest_area_cell "a21oi_1" \
    flop_area_um2 0 \
    startpoint_type "input port" \
    layout_setup_ws_ps 40.53 \
    final-hold-violation-count 0 \
    numPortBuffers 66 \
    vdd_drop_max_mv 0.09047 \
    worst_pin_slew_ps 272.1 \
    hold_class "in -> out" \
    area_leaders "a21oi_1 11%, o21ai_0 8.4%, buf_4 8.2%" \
    power_density_nw_per_um2 188.8 \
    top_cell_area_share_pct 10.90 \
    top_cells_by_count "26 x a21oi_1, 20 x o21ai_0, 14 x buf_2" \
    synth_warnings 0 \
    yosys_cells 187 \
    viasPerCell 4.638 \
    antenna_found_initial 0 \
    utilization_pct 41.72 \
    holdPathEnd "leds[0]" \
    period_minus_slack_ps 2159 \
    die_w_um 97 \
    synth_cell_types 37 \
    dr.pass1.iters 4 \
    dr.first_iter.drc_count 48 \
    synth.cell_area_um2 1194 \
    syn_avg_cell_area_um2 6.383 \
    crit_path_top_delay_cell "clkdlybuf4s50_1" \
    die_h_um 97 \
    vias 1702 \
    yosys.area_share.aoi_pct 37.32 \
    rows 27 \
    crit_fanout 5 \
    path_class "in -> out" \
    setup_tns_ps 0 \
    antenna_left 0 \
    critPathMaxStageDelay_ps 480 \
    antenna_cells 0 \
    grt_usage_pct 8.206 \
    n_clock_buffer 0 \
    final-setup-viol-count 0 \
    globalplace.congestion 0.8771 \
    hold_path_depth 0 \
    endpoint_kind "primary output" \
    wl_per_cell_um 11.86 \
    final_layout_size_suffix_gt1_share_pct 38.64 \
    finalMaxSlewViolations 0 \
    min_period_over_period_pct 98.16 \
    xor_area_share_pct 4.403 \
    logic_family "AND-OR/OR-AND gates" \
    seq_cell_count 0 \
    remaining_drc_errors 0 \
    ys_area_um2 1194 \
    routed_wl_mm 4.351 \
    rsz0062_at_grt "true" \
    grt_pass1_wl_mm 7.203 \
    postSynthSeqShare_pct 0 \
    boundaryPins 82 \
    fmax_mhz 463.1 \
    max_slew_margin_pct 81.63 \
    hold_start "binary[24]" \
    hpwlAfterDp_mm 3.400 \
    cp.required_ps 1760 \
    simple_gate_share_pct 31.34 \
    maxCapViolCount 0 \
    grt_max_degree 11 \
    grt_pass1_vias 1659 \
    grt_overflow 0 \
    core_area_um2 5642 \
    pre_cts_ws_ps -396.3 \
    initCoreUtil_pct 21.16 \
    cp.arrival_ps 1720 \
    warning_count 33 \
    fa_ha_area_share_pct 3.774 \
    yosysMostFrequentCell "a21oi_1" \
    leakagePower_uw 0.001156 \
    synth_cells 187 \
    die_area_um2 9409 \
    synthToLayoutAreaGrowth_pct 97.17 \
    ys_sh_mux_pct 5.031 \
    postCtsHoldBufs 0 \
    crit_chain "dlygate4sd2_1 -> buf_6 -> nor3b_4 -> nand2_1 -> o21ai_1 -> clkdlybuf4s50_1" \
]
[worst max-delay path by stage]
stage / startpoint / to
4_1_cts: binary[13] / seg4[5]
5_1_grt: binary[18] / seg5[0]
6_report: binary[17] / seg5[0]
[layout make-up]
class | count | area [um^2]
Fill cell | 569 | 3288
Multi-Input combinational cell | 147 | 1077
Tap cell | 72 | 90.09
Inverter | 12 | 45.04
Timing Repair Buffer | 136 | 1141
[cell usage in the layout (no fill, tap or decap), types with 3 or more instances in the layout]
master and n:
a21o_1 5, a21oi_1 26, a311o_1 3, a31oi_1 3, and2_4 3, and3b_1 5
buf_2 13, buf_4 58, buf_6 8, clkdlybuf4s50_1 26, dlygate4sd2_1 21, dlymetal6s2s_1 6
inv_1 8, inv_2 4, maj3_2 4, mux2i_1 6, nand2_1 7, nand2b_1 4
nor2_1 7, nor3_1 7, nor3_2 4, nor3b_4 6, o21ai_0 13, o21ai_1 7
o2bb2ai_1 6, xnor2_1 4
[stage by stage]
stage	instances	area (um^2)	hold slack [ps]	total power [uW]
global route	367	2354	880.0	491.0
floorplan	187	1194	903.1	176.3
finish	367	2354	880.0	444.4
detailed placement	356	2216	880.0	439.8
CTS	363	2332	880.0	445.5
global placement	356	2216	880.0	438.6
[layer usage]
layer	GRT usage (%)	up-vias	wire length (um)
met5	0	-	0
met4	0.2255	0	0
met3	2.149	0	275
met2	14.52	41	2009
met1	10.17	763	2066
li1	-	898	-
[critical path: cells and delay by family]
| kind | cells | cell delay, ps |
|---|---|---|
| AND-OR/OR-AND | 1 | 70 |
| buffers and inverters | 3 | 880 |
| AND/OR/NAND/NOR | 2 | 340 |
[cell families (layout without fill, tap and decap cells)]
| logic type | count (synthesis) | count (layout) |
|---|---|---|
| fa+ha+maj | 4 | 4 |
| buf+inv | 40 | 148 |
| simple gates | 58 | 58 |
| compound gates | 73 | 73 |
| mux | 6 | 6 |
| xor+xnor | 6 | 6 |
[timing repair]
item                       CTS  global route
resized                     80            36
gates cloned                 3             1
pin swaps                    7             6
setup endpoints to repair   42            27
setup buffers                4             3
[power breakdown]
group	leakage (uW)	total [uW]	switching, uW	internal, uW
Combinational	0.00116	444	171	273
Sequential	0	0	0	0
Clock	0	0	0	0
Total	0.00116	444	171	273
Power figures rest on the tool's default switching activity, not on a simulated workload.
