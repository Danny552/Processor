===== ./design.v =====
module ALU(
    input  logic [31:0] S1,
    input  logic [31:0] S2,
    input  logic [3:0]  ControlUnit,
    output logic [31:0] OUT
);
    always @(*) begin
        case(ControlUnit)
            4'b0000: OUT = S1 + S2;                                		 
            4'b1000: OUT = S1 - S2;                                		 
            4'b0001: OUT = S1 << S2[4:0];                          		 
            4'b0010: OUT = ($signed(S1) < $signed(S2)) ? 32'd1 : 32'd0;  
            4'b0011: OUT = (S1 < S2) ? 32'd1 : 32'd0;              		 
            4'b0100: OUT = S1 ^ S2;                                		 
            4'b0101: OUT = S1 >> S2[4:0];                          		 
            4'b1101: OUT = $signed(S1) >>> S2[4:0];                		 
            4'b0110: OUT = S1 | S2;                                		 
            4'b0111: OUT = S1 & S2;                                		 
            default: OUT = 32'b0;
        endcase
    end
endmodule

===== ./run.sh =====
#!/bin/bash
# OpenROAD 26Q1-2900-gdf79404cd8, Yosys 0.63+post, stock flow scripts
make -C /OpenROAD-flow-scripts/flow DESIGN_CONFIG=/design/flow/config.mk WORK_HOME=/design/flow/orfs finish

===== ./config.mk =====
export PLATFORM = sky130hd
export DESIGN_NAME = ALU
export DESIGN_NICKNAME = ALU
export VERILOG_FILES = /design/flow/design.v
export SDC_FILE = /design/flow/constraint.sdc
export NUM_CORES = 4
export LEC_CHECK = 1
export CORE_UTILIZATION = 50

===== ./constraint.sdc =====
current_design ALU

set clk_period 14.0
set clk_io_pct 0.2

create_clock -name clk0 -period $clk_period

set non_clock_inputs [all_inputs -no_clocks]
set_input_delay [expr $clk_period * $clk_io_pct] -clock clk0 $non_clock_inputs
set_output_delay [expr $clk_period * $clk_io_pct] -clock clk0 [all_outputs]

==> ci_impl_report.md <==
## Synthesis and layout report

| Metric | Value |
|---|---|
| Post-CTS setup buffers | 0 |
| Register area | 0 um^2 |
| Routed Antenna Nets | 0 |
| Layout cell share with drive strength beyond 1 | 0.07522 |
| Yosys cell count | 1,340 |
| Max cap viols | 0 |
| Core Rows | 49 |
| Setup TNS Final | 0 ns |
| F_max | 97.13 MHz |
| Leakage Power | 4.174 nW |
| Met3 WL post-DR | 4.404 mm |
| Drt pass-1 iters | 23 |
| Largest net degree at the start of global routing | 68 |
| Final Wtd Congestion | 1.112 |
| PortBufs | 100 |
| Cell mode on critical path | a2111oi_0 |
| Unique cell type count in the Yosys netlist | 91 |
| Post-CTS sizing | 0 |
| # IOs | 100 |
| Cell area leaders | ha_1 13%, a21oi_1 7.8%, mux2i_1 7.5% |
| Crit end category | output port |
| Via count of the first global-routing pass | 9,508 |
| Tot GR Track Use | 0.4126 |
| Area growth, synth to finish | 8.738% |
| Gate Area | 8129 um^2 |
| Via count | 10,830 |
| RSZ-0062 raised after global routing | no |
| Min Hold Slack | 6.666 ns |
| # fillers | 1,787 |
| Critical Path AT | 7.50 ns |
| First-pass GRT wire length | 57.01 mm |
| FF+latch count | 0 |
| Die height | 137.1 um |
| Dpl hpwl | 30.44 mm |
| CP Data Required Time | 11.20 ns |
| Yosys top cell area share | 0.1331 |
| # clk buffers | 0 |
| CORE AREA | 17,900 um^2 |
| Tool Warnings | 98 |
| Routed len/inst | 24.20 um |
| Initial antenna violation count | 0 |
| Cell depth of the worst hold path | 5 |
| Uppermost layer routed | met4 |
| Pins Over Slew Limit | 0 |
| Die width | 137.1 um |
| YS chip area | 9121 um^2 |
| Synth warn | 1 |
| Hold EP | OUT[0] |
| Cell type with the largest total area | ha_1 |
| Die area | 18,790 um^2 |
| CP peak stage delay | 0.75 ns |
| Syn avg cell area | 6.807 um^2 |
| Fin crit period | 10.30 ns |
| Delay-heaviest family, CP | AND-OR/OR-AND gates |
| CP startpoint kind | input pin |
| Mapped cell area | 9121 um^2 |
| Ant. Diodes | 0 |
| PwrDens | 41.97 nW/um^2 |
| Crit Path Category | in2out |
| Critical Path Fanout Max | 53 |
| Critical path's slowest cell | a2111oi_0 |
| WP buf/inv | 4 |
| Power Total | 0.4163 mW |
| Overflow after GRT | 0 |
| Initial DRC Count | 1,273 |
| Peak supply drop | 32.63 uV |
| Vias/cell | 6.830 |
| Drc violations | 0 |
| Init Core Util | 0.5095 |
| Worst Hold Class | in2out |
| Final period util | 0.7354 |
| Post-synthesis cell count | 1,340 |
| Routed WL | 38.35 mm |
| Post-synth seq share | 0 |
| Worst path cell trace | buf_2, buf_4, clkinv_1, ha_1, a21oi_1, o311ai_2, nand4_1, a2111oi_0, a2111oi_0, o31ai_1, mux2i_1, xnor2_1, o221ai_1, clkdlybuf4s50_1 |
| Hold violation count in the final report | 0 |
| HP Start | ControlUnit[1] |
| Max-slew headroom | 0.4144 |
| Top-count cell post-synth | nor2_1 |
| Worst-Margin Slew | 0.8751 ns |
| Post-Route M1 WL | 16.67 mm |
| Final setup viols | 0 |
| Wire length on met2 | 15.99 mm |
| Status | complete, no violations |
| Post-synth top cells | 147 x nor2_1, 142 x a21oi_1, 120 x nand2_1 |
| CTS Hold Bufs | 0 |
-- metal layers --
| layer | up-vias | GRT usage |
|---|---|---|
| li1 | 5032 | - |
| met1 | 5028 | 0.6246 |
| met2 | 670 | 0.5887 |
| met3 | 96 | 0.08125 |
| met4 | 0 | 0.1160 |
| met5 | - | 0 |
-- worst min-delay path, cell delays in order --
cell and delay, ns:
buf_2 0.09, buf_4 0.29, nand3b_1 0.20, o31ai_1 0.08, clkdlybuf4s50_1 0.39
-- layout make-up --
| class | count | area share |
|---|---|---|
| Inverter | 105 | 0.03974 |
| Multi-Input combinational cell | 1133 | 0.8196 |
| Timing Repair Buffer | 118 | 0.1118 |
| Tap cell | 229 | 0.02889 |
-- metrics by stage --
step	worst slack, ns	instance area (um^2)	utilization	cells
2_1_floorplan	5.505	9121	-	1340
3_3_place_gp	3.899	9918	0.5540	1585
6_report	3.704	9918	0.5540	1585
5_1_grt	3.463	9918	0.5540	1585
4_1_cts	3.849	9918	0.5540	1585
3_5_place_dp	3.858	9918	0.5540	1585
-- how the worst max path moves through the flow --
| stage | start | endpoint | slack [ns] | cells after the start |
|---|---|---|---|---|
| 4_1_cts | S2[3] | OUT[0] | 3.85 | 14 |
| 5_1_grt | S2[3] | OUT[0] | 3.46 | 14 |
| 6_report | S2[4] | OUT[21] | 3.70 | 14 |
-- cells by family after synthesis --
logic type	synth area share
AND-OR/OR-AND	0.3615
XOR/XNOR	0.01536
multiplexers	0.1746
buffers and inverters	0.1088
AND/OR/NAND/NOR	0.2023
adder cells (fa/ha/maj)	0.1374
-- report_power, final --
group	internal, mW	leakage (nW)	switching, mW
registers	0	0	0
logic	0.164	4.17	0.252
clock network	0	0	0
total	0.164	4.17	0.252
-- cell usage in the layout, fill, tap and decap left out, drive strengths merged, types with 5 or more instances in the layout --
master         count
xnor2             15
nor3              28
o21ai            111
inv              102
o21a               7
and2               8
mux2              27
nand4             10
or2               10
o211ai            18
nor2b              9
a2111oi           10
o41ai              8
mux2i             69
ha                97
nand2            120
o2111ai            5
o22ai             15
a21o              12
mux4              25
nand2b            16
buf               24
o31ai             18
a21oi            144
a22oi              6
a31oi             10
a211oi            41
o221ai            13
a221oi            11
and3               8
nor2             148
o21bai            13
clkdlybuf4s50     94
a211o              9
nand3             20
Power is estimated from default activity; no workload was simulated.
