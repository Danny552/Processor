`flow/design.v`:
```
module RegisterUnit (
    input  logic        clk,
    input  logic        reset,
    input  logic        RegWrite,
    input  logic [4:0]  rs1, rs2, rd,
    input  logic [31:0] WriteData,
    output logic [31:0] ReadData1, ReadData2
);
    logic [31:0] regs [31:0];
    assign ReadData1 = (rs1 == 5'd0) ? 32'b0 : regs[rs1];
    assign ReadData2 = (rs2 == 5'd0) ? 32'b0 : regs[rs2];
    always_ff @(posedge clk or posedge reset) begin
        if (reset) begin
            integer i;
            for (i = 0; i < 32; i++) begin
                regs[i] <= 32'b0;
            end
				regs[1] <= 32'd12;
				regs[2] <= 32'd6;
				regs[4] <= 32'd20;
        end else if (RegWrite && (rd != 5'd0)) begin
            regs[rd] <= WriteData;
        end
    end
endmodule
```
`flow/run.sh`:
```
#!/bin/bash
# OpenROAD 26Q1-2900-gdf79404cd8, Yosys 0.63+post, stock flow scripts
make -C /OpenROAD-flow-scripts/flow DESIGN_CONFIG=/design/flow/config.mk WORK_HOME=/design/flow/orfs finish
```
`flow/config.mk`:
```
export PLATFORM = sky130hd
export DESIGN_NAME = RegisterUnit
export DESIGN_NICKNAME = RegisterUnit
export VERILOG_FILES = /design/flow/design.v
export SDC_FILE = /design/flow/constraint.sdc
export NUM_CORES = 4
export LEC_CHECK = 1
export CORE_UTILIZATION = 30
```
`flow/constraint.sdc`:
```
current_design RegisterUnit

set clk_period 8.1
set clk_io_pct 0.2

create_clock -name clk0 -period $clk_period [get_ports {clk}]

set non_clock_inputs [all_inputs -no_clocks]
set_input_delay [expr $clk_period * $clk_io_pct] -clock clk0 $non_clock_inputs
set_output_delay [expr $clk_period * $clk_io_pct] -clock clk0 [all_outputs]
```
==> impl_summary.log <==
[report] implementation figures
[metrics] global placement routability congestion: between 1 and 1.5
[metrics] RSZ-0062 raised after global routing: no
[metrics] TritonCTS clock tree: yes
[metrics] number of standard cells in the final layout excluding fillers: approximately 7000
[metrics] I/O pin count: around 110
[metrics] largest reg by FF count: regs
[metrics] post-layout utilization of the core: 0.3525
[metrics] per-instance average area after synthesis: 11.12 µm²
[metrics] run status: finished, final reports clean
[metrics] worst slack, placed: 0.8051 ns
[metrics] cycle use final: 0.9260
[metrics] Core ar.: between 0.15 and 0.2 mm²
[metrics] number of remaining DRC errors: 0
[metrics] overall die width: 417.2 µm
[metrics] number of gates resized after cts: 0
[metrics] Post-synth area hogs: dfrtp_1 48%, mux2_2 22%, nand3_1 5.8%
[metrics] Detailed Place HPWL: between 150 and 200 mm
[metrics] setup TNS: 0 ns
[metrics] cell chosen for the clock root: clkbuf_16
[metrics] internal power component: roughly 10 mW
[metrics] top cells by instance count after synthesis: 993 x mux2_2, 986 x dfrtp_1, 598 x nand3_1, 356 x a22oi_1, 292 x clkbuf_1
[metrics] final critical-path setup slack: ~0.6 ns
[metrics] height of the chip: between 400 and 500 µm
[metrics] critical path endpoint category: output pin
[metrics] reported leakage power: 25.69 nW
[metrics] aggregate routed wire length: around 280 mm
[metrics] number of antenna violations at the first check in global routing: 25
[metrics] number of buffers created by CTS: roughly 110
[metrics] Chip Area, Yosys: 0.05171 mm²
[metrics] global-route wire length before repair: a little under 400 mm
[metrics] vias per cell: 6.689
[metrics] largest net degree at the start of global routing: around 130
[metrics] number of iterations in the first detailed-routing pass: 9
[metrics] switching part of the total power: 0.3006
[metrics] IO Port Bufs: roughly 110
[metrics] global route total overflow: 0
[metrics] layout filler cell count: between 15000 and 20000
[metrics] clock network fraction of design power: 0.367
[metrics] post-CTS clock slew at the launch and capture registers of the worst setup and hold paths: 0.06 ns
[metrics] Synth area leader: dfrtp_1
[metrics] cells along the critical path: clkdlybuf4s50_1, buf_4, nor2b_4, buf_4, and2_1, buf_12, a22o_1, nor4_1, a41oi_1, clkdlybuf4s50_1
[metrics] number of enable flip-flop cells: 0
[metrics] Pre-Place Util: 0.3018
[metrics] Post-synth seq share: 0.4802
[metrics] required time at the worst-slack endpoint: 6.48 ns
[metrics] post-synthesis cell count from yosys: roughly 4600
[metrics] critical path launch point type: primary input
[metrics] vias in the first global route: ~46000
[metrics] worst min-delay path category: flop to flop
[metrics] largest delay contributor family on the critical path: buffers and inverters
[metrics] CP Class: primary input to output pin
[metrics] number of buffers added to fix hold violations after cts: 0
[metrics] max-capacitance violation count: 0
[metrics] worst-path cell with the longest stage delay: a41oi_1
[metrics] number of placed cells counting well taps: between 6000 and 7000
[metrics] fraction of registers with async set or reset after synthesis: 1.000
[metrics] area of the die: between 0.15 and 0.2 mm²
[metrics] total routing usage reported by global routing: 0.3324
[metrics] clock skew: 0 ns
[metrics] delay of the slowest cell on the worst path: 0.71 ns
[metrics] actual transition at the worst max-transition pin: ~1.4 ns
[metrics] total tool warning count: around 49
[metrics] count of yosys warnings during synthesis: 2
[metrics] fraction of final layout cells sized beyond drive strength 1: 0.3376
[metrics] CTS H-tree lvls: 3
[metrics] number of standard cells after synthesis: 4649
[metrics] Critical Path Stages: 10
[metrics] Clk Latency, worst-skew pair: approximately 0.78 ns
[metrics] worst hold path stage count: 1
[metrics] Relative slew margins: 0.08397
[metrics] TritonCTS Sinks: 992
[metrics] max reg flops: about 990
[metrics] power share of the sequential group: 0.480
[metrics] final max-slew violation count: 0
[metrics] biggest registers after layout: regs: 992 flops
[metrics] worst endpoint data arrival time: a little under 6 ns
[metrics] setup repair bufs after CTS: 0
[metrics] main flop type after synthesis: dfrtp_1
[metrics] share of power burned in combinational logic: 0.153
[metrics] depth of the worst register-to-register path: 1
[metrics] VDD IR max: just under 0.2 mV
[metrics] Fmax: 133.3 MHz
[metrics] total count of hold-check failures in the final report: 0
[metrics] clock buffer depth: 3
[metrics] Layout area overhead: 16.80%
[metrics] pwr/cell area: approximately 240 mW/mm²
[metrics] Largest type area fraction: 0.4772
[metrics] switching power of the nets: roughly 4.3 mW
[metrics] total of flip-flops plus latches after synthesis: 992
[metrics] critical-path maximum fanout: 26
[metrics] setup violation total in the final timing report: 0
[metrics] worst-case hold slack: 0.5078 ns
[metrics] Buffers & Inverters on Critical Path: 5
[metrics] number of vias in the routed layout: between 40000 and 50000
[metrics] number of rows in the core area: 152
[metrics] Routed wire per std cell: about 40 µm
[metrics] antenna viol nets, final: 0
[metrics] shortest period the worst path allows: around 7.5 ns
[metrics] post-synthesis cell type with the largest instance count: mux2_2
[metrics] post-synthesis instance area: slightly above 0.05 mm²
[metrics] distinct cell type count after synthesis: 74
[metrics] Detailed Route Iter0 Violations: 6194
==> cell usage in the layout (no fill, tap or decap), drive strengths merged, types with 77 or more instances in the layout <==
| master | Yosys | layout |
|---|---|---|
| dfrtp | 986 | 986 |
| and3 | 232 | 232 |
| nand3 | 598 | 598 |
| buf | 211 | 312 |
| nand2 | 86 | 86 |
| clkdlybuf4s50 | 0 | 105 |
| nand4 | 184 | 184 |
| a22oi | 356 | 356 |
| a21oi | 77 | 77 |
| clkbuf | 293 | 148 |
| mux2 | 995 | 995 |
==> final timing paths <==
path,startpoint,to,slack [ns]
setup / recovery,rs2[3],ReadData2[31],0.60
hold / removal,regs[5][11],regs[5][11],0.51
setup reg to reg,regs[31][14],regs[31][14],7.20
hold reg to reg,regs[5][11],regs[5][11],0.51
max in group asynchronous,reset,regs[11][27],5.02
min in group asynchronous,reset,regs[23][30],1.27
==> power by group through the flow <==
stage / Combinational (mW) / Sequential, mW / Clock [mW]
6_report: 2.19 / 6.87 / 5.24
5_1_grt: 2.29 / 6.95 / 5.44
4_1_cts: 2.14 / 6.82 / 5.27
==> routing by layer <==
layer,part of all wire,vias to the layer above,global-route usage
met5,0.0020,-,0.01667
met3,0.16,1513,0.1895
met2,0.40,4199,0.4429
met1,0.34,23790,0.3981
li1,-,17930,-
met4,0.099,30,0.2423
==> kinds of logic after synthesis <==
kind of cell           synth area share
AND/OR/NAND/NOR                  0.1503
multiplexers                     0.2177
AND-OR/OR-AND                    0.1100
flip-flops                       0.4802
buffers and inverters           0.04179
==> cell type report <==
type,count,area (µm²),share of cell area
Sequential cell,992,24830,0.4112
Clock inverter,50,608.1,0.01007
Timing Repair Buffer,417,3666,0.06070
Tap cell,2310,2890,0.04786
Antenna cell,25,62.56,0.001036
Multi-Input combinational cell,3133,25180,0.4170
Inverter,20,78.83,0.001305
Clock buffer,148,3074,0.05090
==> stage by stage <==
stage	total power [mW]	area, µm²
after floorplan	7.892	51710
after global placement	8.986	56650
after detailed placement	9.027	56650
after CTS	14.23	60330
after global routing	14.69	60350
final	14.30	60390
No activity file was given, so power comes from the tool's default toggle rates.
